## ./config.mk

```make
export PLATFORM = sky130hd
export DESIGN_NAME = multiplier
export DESIGN_NICKNAME = multiplier
export VERILOG_FILES = /design/flow/design.v
export SDC_FILE = /design/flow/constraint.sdc
export NUM_CORES = 4
export LEC_CHECK = 1
export CORE_UTILIZATION = 40
```

## ./constraint.sdc

```tcl
current_design multiplier

set clk_period 24.8
set clk_io_pct 0.2

create_clock -name clk0 -period $clk_period [get_ports {clk}]

set non_clock_inputs [all_inputs -no_clocks]
set_input_delay [expr $clk_period * $clk_io_pct] -clock clk0 $non_clock_inputs
set_output_delay [expr $clk_period * $clk_io_pct] -clock clk0 [all_outputs]
```

## ./design.v

```verilog
module multiplier
#(parameter WIDTH=32)
(
        input clk,
        input [WIDTH-1:0] inp_1,
        input [WIDTH-1:0] inp_2,
        output reg [WIDTH-1:0] out_l,
        output reg [WIDTH-1:0] out_h
);
        reg [WIDTH-1:0] inp_1_reg;
        reg [WIDTH-1:0] inp_2_reg;
        wire [2*WIDTH-1:0] mult_out;
        assign mult_out = inp_1_reg * inp_2_reg;
        always @ (posedge clk)
        begin
                inp_1_reg <= inp_1;
                inp_2_reg <= inp_2;
                out_l <= mult_out[WIDTH-1:0];
                out_h <= mult_out[2*WIDTH-1:WIDTH];
        end
endmodule
```

## ./run.sh

```bash
#!/bin/bash
# OpenROAD 26Q1-2900-gdf79404cd8, Yosys 0.63+post, stock flow scripts
make -C /OpenROAD-flow-scripts/flow DESIGN_CONFIG=/design/flow/config.mk WORK_HOME=/design/flow/orfs finish
```

==> reports/results.tsv <==
stage	metric	value	unit
synthesis	ys_types	65	
clock_network	post_cts_buffers	0	
sta	clock.fmax	0.1224	GHz
sta	setup_viol	0	
grt	grt_pass1_wl	151.8	mm
worst_setup_path	cp_common_cell	fa_1	
detailed_routing	vias_per_cell	4.948	
synthesis	synthCells	3858	
sta	final_hold_viol_count	0	
synthesis	ys_warn_count	1	
placement	finalWeightedCongestion	0.9145	
floorplanning	core_area	88920	um^2
worst_setup_path	cp-start-kind	flop	
grt	overflow	0	
worst_setup_path	critPathMaxFanout	32	
run	cap_violations	0	
clock_network	clk_pin_slew	0.06	ns
synthesis	flop_cell	dfxtp_1	
synthesis	ys_ff	128	
sta	period_used_share	0.3295	
clock_network	htree_num_levels	4	
synthesis	top_area_frac	0.4969	
floorplanning	die_x	302.4	um
run	tool_warnings	25	
clock_network	cts_hold_buf	0	
detailed_routing	routedWlPerCell	18.87	um
sta	setup_tns	0	ns
worst_setup_path	crit_chain	buf_4 > nand2_1 > fa_1 > inv_1 > fa_1 > inv_1 > fa_1 > inv_1 > fa_1 > fa_1 > fa_1 > fa_1 > inv_1 > fa_1 > inv_1 > ha_1 > nand4_1 > nor4_1 > nand2_1 > o221ai_1 > o21ai_1 > nor4_1 > nor3_1 > xnor2_1	
detailed_routing	dr.pass1.iters	5	
synthesis	top_cell	fa_1	
sta	rsz0062_at_grt	false	
detailed_routing	via_count	24880	
sta	max_slew_margin	0.4544	
detailed_routing	drt_iter0_drc	955	
synthesis	synth-edff-count	0	
final_layout	area_growth	8.350	%
placement	dp_hpwl	75.41	mm
detailed_routing	drc_errors	0	
floorplanning	io_pins	129	
synthesis	ys_chip_area	36100	um^2
placement	portBuffers	128	
sta	drv_slew	0	
synthesis	syn_area_per_cell	9.357	um^2
worst_setup_path	crit_arrival	8.55	ns
synthesis	syn_area	36100	um^2
worst_setup_path	crit_required	25.17	ns
clock_network	cts.sinks	128	
worst_setup_path	crit_buf_inv	6	
synthesis	async_flop_share	0	
clock_network	cts_resized	0	
grt	grt_antenna_before_repair	1	
clock_network	cts-root-buf	clkbuf_16	
worst_setup_path	slowest_stage	nor4_1	
hold_path	hold_path.class	reg2reg	
sta	period_needed	8.172	ns
floorplanning	die-area	91450	um^2
detailed_routing	drt-total-wl	94.86	mm
detailed_routing	antennaDiodeCount	0	
clock_network	cts_buffers	17	
worst_setup_path	worstSetupPathType	reg2reg	
sta	tightest_slew	0.8109	ns
sta	finClkSkew	0.02369	ns
worst_setup_path	path_delay_family	adder cells	
synthesis	yosys.area.top_type	fa_1	
worst_setup_path	critPathMaxStageDelay	0.77	ns
clock_network	cts_tree	done	
worst_setup_path	critPathCaptureType	flop	
floorplanning	rows	109	
synthesis	netlist_top_cells_count	896 x fa_1, 868 x inv_1, 604 x and2_1	
grt	grt_pass1_vias	26710	
synthesis	ys_cells	3858	
final_layout	drive_gt1_frac	0.02977	
floorplanning	initial_core_util	0.4060	
outcome	status	finished clean	
clock_network	cts_buffer_depth	2	
synthesis	synthTopCellsByArea	fa_1 50%, and2_1 10%, ha_1 9.1%	
detailed_routing	ant_nets	0	
worst_setup_path	rrSetupSlack	16.63	ns
grt	grt_max_degree	33	
clock_network	clk_latency	0.51	ns
grt	groute.usage.overall	0.2332	
synthesis	synth_seq_share	0.07099	
floorplanning	dieHeight	302.4	um
## layer usage
layer / GRT usage / vias up / routed length, um
li1: - / 11180 / -
met1: 0.3077 / 12930 / 35770
met2: 0.4000 / 639 / 50590
met3: 0.05998 / 127 / 5701
met4: 0.05240 / 0 / 2801
met5: 0 / - / 0
## stage by stage
stage	hold WS [ns]	utilization	instances	setup slack, ns	cell area, um^2
2_1_floorplan	0.4869	-	3858	17.90	36100
3_3_place_gp	0.7717	0.4328	4996	16.64	38480
3_5_place_dp	0.7763	0.4328	4996	16.67	38480
4_1_cts	0.7881	0.4399	5028	16.66	39110
5_1_grt	0.8275	0.4399	5028	16.25	39110
6_report	0.7798	0.4399	5028	16.63	39110
## placed cells by master (no fill, tap or decap), types with 6 or more instances in the layout
cell / synthesis / routed
a21o_1: 25 / 25
a21oi_1: 75 / 75
a31oi_1: 9 / 9
and2_1: 604 / 604
and3_1: 13 / 13
buf_4: 0 / 64
clkbuf_16: 0 / 17
clkdlybuf4s50_1: 0 / 128
dfxtp_1: 128 / 128
fa_1: 896 / 896
ha_1: 263 / 263
inv_1: 868 / 868
nand2_1: 479 / 479
nand3_1: 23 / 23
nand4_1: 19 / 19
nor2_1: 27 / 27
nor3_1: 8 / 8
o211ai_1: 6 / 6
o21a_1: 7 / 7
o21ai_0: 41 / 41
o21ai_1: 7 / 7
o21bai_1: 12 / 12
xnor2_1: 34 / 34
xor2_1: 26 / 26
## worst paths after layout
| path | start | endpoint | cells past startpoint |
|---|---|---|---|
| worst max-delay path | inp_1_reg[25] | out_h[22] | 24 |
| worst min-delay path | inp_1_reg[0] | out_l[0] | 2 |
| worst max register to register | inp_1_reg[25] | out_h[22] | 24 |
| worst min register to register | inp_1_reg[0] | out_l[0] | 2 |
## logic make-up (layout without fill, tap and decap cells)
| family | count (synthesis) | in the layout | share of synthesized area |
|---|---|---|---|
| simple gates | 1205 | 1205 | 0.1741 |
| buf+inv | 1087 | 1092 | 0.1134 |
| flops | 128 | 128 | 0.07099 |
| compound gates | 219 | 219 | 0.03896 |
| xor+xnor | 60 | 60 | 0.01456 |
| fa+ha+maj | 1159 | 1159 | 0.5881 |
## area by class of cell
type,instances,area (um^2)
fill,8600,49810
timing repair buffer,192,1762
multi-input combinational,2643,29440
inverter,868,3258
sequential,128,2562
clock inverter,12,182.7
clock buffer,20,446.7
tap,1165,1458
## worst min-delay path, delay by kind of cell (launching register included)
| family | cells | cell delay [ns] |
|---|---|---|
| buf+inv | 1 | 0.25 |
| simple gates | 1 | 0.19 |
| flops | 1 | 0.30 |
